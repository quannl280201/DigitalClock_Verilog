**./design.v**
```verilog
module modN_ctr 
  # (parameter N = 6,
     parameter WIDTH = 4)
  ( input   clk,
    input   rstn,
     output  reg[WIDTH-1:0] out);
  always @ (posedge clk) begin
    if (!rstn) begin
      out <= 0;
    end else begin
      if (out == N-1) 
        out <= 0;
      else
        out <= out + 1;
    end
  end
endmodule
```
**./constraint.sdc**
```tcl
current_design modN_ctr

set clk_period 1.1
set clk_io_pct 0.2

create_clock -name clk0 -period $clk_period [get_ports {clk}]

set non_clock_inputs [all_inputs -no_clocks]
set_input_delay [expr $clk_period * $clk_io_pct] -clock clk0 $non_clock_inputs
set_output_delay [expr $clk_period * $clk_io_pct] -clock clk0 [all_outputs]
```
**./run.sh**
```bash
#!/bin/bash
# OpenROAD 26Q1-2900-gdf79404cd8, Yosys 0.63+post, stock flow scripts
make -C /OpenROAD-flow-scripts/flow DESIGN_CONFIG=/design/flow/config.mk WORK_HOME=/design/flow/orfs finish
```
**./config.mk**
```make
export PLATFORM = sky130hd
export DESIGN_NAME = modN_ctr
export DESIGN_NICKNAME = modN_ctr
export VERILOG_FILES = /design/flow/design.v
export SDC_FILE = /design/flow/constraint.sdc
export NUM_CORES = 4
export LEC_CHECK = 1
export CORE_AREA = 10 10 70 70
export DIE_AREA = 0 0 80 80
```
==> results.toml <==
# generated from flow reports
[outcome]
status = "complete, no violations"

[yosys]
ys_area_um2 = 183.9
yosysCellCount = 19
synth.distinct_cells = 12
edf_count = 0
synth.top_cells.by_count = "dfxtp_1, nor2_1, ha_1, nand3_1"
synth_top_area_share = 0.4354
most_common_cell = "dfxtp_1"
avgSynthCellArea_um2 = 9.680
ff_type = "dfxtp_1"
ys_seq_frac = 0.4354
yosysTopAreaCell = "dfxtp_1"
syn_area_um2 = 183.9
ys_ff = 4
syn_inst = 19
top_cells_by_area = "dfxtp_1, ha_1, nor3b_2"
yosys_warnings = 1
synthArstFlopShare = 0

[pwr]
powerDensity_nw_per_um2 = 1157
power.static_leakage_nw = 0.1582
peakVddDrop_v = 0.0004048

[drt]
ant_nets = 0
viasPerCell = 2.156
routed_wl_um = 493
drt_iter0_drc = 1
n_antenna_cell = 0
drt-pass1-iter-count = 4
drc_errors = 0
via_count = 166
wire_per_inst_um = 6.403

[place]
placed_area_um2 = 321.6
port_buffers = 5
dp_slack_ps = -1.397
gp_congestion = 0.6484
dp.cells = 74

[clock_tree]
cts_max_level = 1
cts_hold_buffers = 0
clock_sinks = 4
path_clk_slew_ps = 40
cts_made_buffers = 3
cts_tree = "yes"
cts.root.buffer_cell = "clkbuf_4"
clock_path_buffers = 2
clock_latency_ps = 230

[hold_path]
hp-class = "register to register"

[sta]
layout_setup_ws_ps = 57.40
finalSetupTns_ps = 0
fmax_mhz = 959.1
finalHoldViolations = 0
fin_crit_ps = 1043
worstMarginPinSlew_ps = 140.8
finClkSkew_ps = 0.4040
finalSetupViolCount = 0
rsz0062_at_grt = "no"
maxSlewViolCount = 0
slew_headroom = 0.9058
finalClockPeriodUsage = 0.9478

[grt]
overflow = 0
gr-max-usage-layer = "met3"
grt_pass1_wl_um = 696
antenna_found_initial = 0
gr-usage-met1 = 0.02197
grt_max_degree = 5
use_met2 = 0.01043
grt_pass1_vias = 149
grt_use_met3 = 0.02273
grtUsageTotal = 0.01552

[die]
die_h_um = 80
ios = 6
dieArea_um2 = 6400
core_area_um2 = 3416
initCoreUtil = 0.05385
rows = 21
die_x_um = 80

[worst_setup_path]
path_max_fanout = 3
r2r_slack_ps = 60
critPathArrivalTime_ps = 1170
end_kind = "register"
critPathKind = "register to register"
critPathRequiredTime_ps = 1220
start_kind = "register"

[cells_and_area]
area_delta_synth_final_pct = 95.92
layout.cells.non_filler = 77
final_cell_area_um2 = 360.3
top_register = "out"
fillers = 404
logic_area_um2 = 117.6
reg.largest.list = "out (4)"
seq_area_um2 = 83.83
largest_register_ffs = 4
layout-drive-gt1-share = 0.4194

[run]
maxCapViolations = 0
warning_count = 26
[layout make-up]
cell class,instances,share of cell area
clock buffer,3,0.06250
inverter,1,0.01042
multi-input combinational,14,0.3264
sequential,4,0.2326
tap,46,0.1597
timing repair buffer,9,0.2083
[placed cells by master (no fill, tap or decap), drive strengths merged, types with 2 or more instances in the layout]
| cell type | netlist | final |
|---|---|---|
| dlygate4sd2 | 0 | 4 |
| dfxtp | 4 | 4 |
| ha | 2 | 2 |
| nor2 | 3 | 3 |
| nand3 | 2 | 2 |
| nor2b | 2 | 2 |
| buf | 0 | 4 |
| clkbuf | 0 | 3 |
[through the flow]
step | hold WS (ps) | util | power [W]
3_5_place_dp | 560.7 | 0.09414 | 0.0002342
5_1_grt | 585.3 | 0.1055 | 0.0004509
3_3_place_gp | 570.2 | 0.09414 | 0.0002340
6_report | 552.1 | 0.1055 | 0.0004168
2_1_floorplan | 337.5 | - | 0.0001906
4_1_cts | 571.1 | 0.1048 | 0.0004269
[worst paths after layout]
check / startpoint / endpoint / cells after the start
min reg2reg: out[0]$_SDFF_PP0_ / out[0]$_SDFF_PP0_ / 2
max reg2reg: out[1]$_SDFF_PP0_ / out[2]$_SDFF_PP0_ / 4
min: out[0]$_SDFF_PP0_ / out[0]$_SDFF_PP0_ / 2
max: out[1]$_SDFF_PP0_ / out[2]$_SDFF_PP0_ / 4
[cell families after synthesis]
family,count (synthesis),share of synthesized area
adders and majority gates,2,0.1360
buffers and inverters,1,0.02039
DFF,4,0.4354
AOI/OAI and AO/OA,3,0.1224
and+or+nand+nor,9,0.2857
[where the power goes]
part | switching [W] | total [W] | internal (W)
Sequential | 0.00000833 | 0.000166 | 0.000157
Clock | 0.0000571 | 0.000179 | 0.000122
Combinational | 0.0000272 | 0.0000721 | 0.0000449
[what timing repair did]
item,in CTS,in global routing
pin swaps,2,2
endpoints found under the setup margin,6,3
gates resized,9,1
buffers inserted,1,0
[worst max-delay path: stages (launching register included)]
cell and delay (ps):
dfxtp_2 310, buf_4 130, ha_1 190, nor2b_1 130, o21a_1 160
[per-layer routing]
metal  share of wire  up-vias
met3            0.21        0
li1                -       88
met5               0        -
met2            0.31       12
met1            0.47       66
met4               0        0
Power figures rest on the tool's default switching activity, not on a simulated workload.
