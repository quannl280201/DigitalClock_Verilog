==> ./design.v <==
module BCD_to_7segmentLED(
		input 	[3:0]data_in,
		input 	clk, reset,
		output reg	[6:0]LED_segment
	);
	parameter ZERO_bcd 			= 4'b0000,
				 ONE_bcd 			= 4'b0001,
				 TWO_bcd 			= 4'b0010,
				 THREE_bcd			= 4'b0011,
				 FOUR_bcd 			= 4'b0100,
				 FIVE_bcd 			= 4'b0101,
				 SIX_bcd 			= 4'b0110,
				 SEVEN_bcd 			= 4'b0111,
				 EIGHT_bcd 			= 4'b1000,
				 NINE_bcd 			= 4'b1001;
	parameter ZERO_display 			= 7'b1000000,
				 ONE_display  		= 7'b1111001,
				 TWO_display  		= 7'b0100100,
				 THREE_display 		= 7'b0110000,
				 FOUR_display  		= 7'b0011001,
				 FIVE_display		= 7'b0010010,
				 SIX_display 		= 7'b0000010,
				 SEVEN_display 		= 7'b1111000,
				 EIGHT_display  	= 7'b0000000,
				 NINE_display 		= 7'b0010000,
				 UNKNOWN_display 	= 7'b0111111,
				 off_display		= 7'b1111111;
		always@(posedge clk or negedge reset) begin
				if (reset == 1'b0) LED_segment <= ZERO_display;
				else begin
					case(data_in)
							ZERO_bcd 	: LED_segment <= ZERO_display;
							ONE_bcd  	: LED_segment <= ONE_display;
							TWO_bcd		: LED_segment <= TWO_display;
							THREE_bcd	: LED_segment <= THREE_display;
							FOUR_bcd	: LED_segment <= FOUR_display;
							FIVE_bcd	: LED_segment <= FIVE_display;
							SIX_bcd		: LED_segment <= SIX_display;
							SEVEN_bcd 	: LED_segment <= SEVEN_display;
							EIGHT_bcd 	: LED_segment <= EIGHT_display;
							NINE_bcd 	: LED_segment <= NINE_display;
							default 	: LED_segment <= UNKNOWN_display;
					endcase
				end
			end
endmodule 
module clk_generate(
		input CLOCK_50,
		output CLK
	);
	parameter top_value = 25000000;
	reg [27:0]counter = 0;
	reg clk_o = 1'b0;
	always@(posedge CLOCK_50) begin
		if (counter == top_value) begin
			counter <= 0;
			clk_o <= ~clk_o;
			end
		else counter <= counter + 1'b1;
	end
	assign CLK = clk_o;
endmodule
module mod_N_counter(clk, set_ena, up, down, BCD_out_next, TC);
	parameter TOP_VALUE = 9;
	input clk;
	input set_ena;
	input up, down;
	output reg [3:0] BCD_out_next;
	reg [3:0]BCD_out = 0;
	output reg TC;
	always@(*) begin
		BCD_out_next = BCD_out;
		if (set_ena == 1'b0) begin
			if (BCD_out == TOP_VALUE) BCD_out_next = 0;
			else BCD_out_next = BCD_out + 1'b1;
		end
		else if (up == 1'b0) begin
				if (BCD_out == TOP_VALUE) BCD_out_next = 0;
				else BCD_out_next = BCD_out + 1'b1;
			end
			else if (down == 1'b0) begin
				if (BCD_out == 0) BCD_out_next = TOP_VALUE;
				else BCD_out_next = BCD_out - 1'b1;
			end
			else BCD_out_next = BCD_out;
	end
	always@(posedge clk) begin
		BCD_out <= BCD_out_next;
	end
	always@(posedge clk or posedge set_ena) begin
		if (set_ena == 1'b1) TC <= 1'b0; 
		else if (BCD_out == TOP_VALUE) TC <= 1'b1;
		else TC <= 1'b0;
	end
endmodule
module top_inst(
		input [17:0]SW,
		input [3:0]KEY,
		input CLOCK_50,
		output [17:0]LEDR,
		output [6:0]HEX0,
		output [6:0]HEX1,
		output [6:0]HEX2,
		output [6:0]HEX3,
		output [6:0]HEX4,
		output [6:0]HEX5
	);
	wire [3:0]BCD_out;
	wire CLK;
	clk_generate clk_ges(
		.CLOCK_50(CLOCK_50),
		.CLK(CLK)
	);
	mod_N_counter  uuu(.clk(CLK),.set_ena(SW[0]), .up(KEY[1]), .down(KEY[2]), 
		.BCD_out_next(BCD_out), .TC(LEDR[0])
	);
	BCD_to_7segmentLED uut(
		.data_in(BCD_out),
		.clk(CLOCK_50), .reset(KEY[3]),
		.LED_segment(HEX0)
	);
	assign LEDR[5] = CLK;
endmodule
==> ./run.sh <==
#!/bin/bash
# OpenROAD 26Q1-2900-gdf79404cd8, Yosys 0.63+post, stock flow scripts
make -C /OpenROAD-flow-scripts/flow DESIGN_CONFIG=/design/flow/config.mk WORK_HOME=/design/flow/orfs finish
==> ./config.mk <==
export PLATFORM = sky130hd
export DESIGN_NAME = top_inst
export DESIGN_NICKNAME = top_inst
export VERILOG_FILES = /design/flow/design.v
export SDC_FILE = /design/flow/constraint.sdc
export NUM_CORES = 4
export LEC_CHECK = 1
export CORE_UTILIZATION = 30
==> ./constraint.sdc <==
current_design top_inst

set clk_period 4.6
set clk_io_pct 0.2

create_clock -name clk0 -period $clk_period [get_ports {CLOCK_50}]

set non_clock_inputs [all_inputs -no_clocks]
set_input_delay [expr $clk_period * $clk_io_pct] -clock clk0 $non_clock_inputs
set_output_delay [expr $clk_period * $clk_io_pct] -clock clk0 [all_outputs]
==> Changelog: implementation <==
## Flow update

* Outcome: finished clean
* Vias in the first global route at 1443
* Worst Tran Pin Value at 0.656 ns
* Num ports at 83
* CP endpoint kind: register
* Register pins left without a clock at 5
* Reg2Reg Setup Slack at 2.65 ns
* Max Freq at 310 MHz
* Die width at 94.6 um
* Core Footprint at 8260 um2
* Hold_sp: clk_ges.counter[27]
* Cell leakage power at 1.08 nW
* Setup_tns at 0 ns
* Gp weighted congestion at 0.813
* CTS Root Cell: clkbuf_8
* Hold slack at 0.476 ns
* DPL Wire Length at 2910 um
* Post-synth EDFFs at 1
* Setup bufs post-CTS at 0
* Fillers at 861
* Sequential share of the synthesized area at 33.9%
* Fin. Hold Viols at 0
* Clk latency late pin at 0.28 ns
* Worst EP required at 4.79 ns
* Clock-pin slew on the worst setup and hold paths at 0.06 ns
* Max Buffers Root-to-Sink at 2
* Finish-stage setup viols at 0
* RSZ-0062 raised after global routing: false
* FP Util at 31.1%
* Ys async rst share at 19.5%
* Tot Pwr at 0.000568 W
* Max_cap viols at 0
* Drt drc at 0
* Final worst-path cycle share at 70.1%
* WHS Endpoint: clk_ges.counter[27]
* YS chip area at 2570 um2
* Port bufs at 13
* Worst reg2reg path depth at 4
* DR iter-0 viols at 47
* Slew Limit Headroom at 56.2%
* Area share, top type at 24.9%
* Yosys cell types at 59
* Ys Warns at 54
* Cts repair resizes at 0
* Crit-path slowest cell: clkdlybuf4s50_1
* Arrival time at the worst endpoint at 3.41 ns
* Post-Syn Instances at 285
* Tool Warnings at 49
* R2R Path End: clk_ges.clk_o
* Critical Path Start Type: input pin
* Multi-input logic area at 1370 um2
* Top-count cell post-synth: buf_4
* Max VDD drop at 0.0835 mV
* Top Family by Delay on Critical Path: AND-OR/OR-AND gates
* Die Area at 8940 um2
* Initial antenna violation count at 0
* CP Class: in -> reg
* Crit-path max FO at 8
* Crit path cell chain: clkdlybuf4s50_1, nand4bb_2, a221oi_1, a31o_2, inv_1, ha_1, a221oi_1, a31oi_1, o22a_1, a31oi_1
* Top cells by area: dfxtp_1, buf_4, dfrtp_1, xnor2_1, ha_1
* TritonCTS clock tree: yes
* Hold Crit Depth at 1
* Largest net degree at the start of global routing at 19
* Hold-fix buffers at CTS at 0
* Worst r2r src: clk_ges.counter[18]
* Share of cells above drive strength 1 at 7.14%
* Rows at 33
* First-pass DRT Iterations at 4
* GRT Util Overall at 9.20%
* Cell Area, Synth at 2570 um2
* Yosys cell count at 285
* Pwr dens at 214 nW/um2
* Cell taking the most area after synthesis: dfxtp_1
* Crit path largest cell delay at 0.66 ns
* N_diodes at 0
* Endpoints left unconstrained at 6
* Post-Syn Area per Cell at 9.02 um2
* Worst hold path class: reg -> reg
* Fin. max-slew vios at 0
* Sequential cell area at 872 um2
* Commonest cells post-synth: buf_4, dfxtp_1, nor2_1, xnor2_1, nand2_1
* CP Buf/Inv Count at 2
* Die H at 94.6 um
* Detailed-route via count at 1707
* Wirelength per Cell at 10.2 um
* Routed wire length at 4070 um
* Grt total ovfl at 0
* Main flop type: dfxtp_1
* Setup WS pre-CTS at 1.08 ns
* H-tree depth at 2
* Final Worst Setup Slack at 1.37 ns
* CTS Buf Count at 5
* Final design utilization at 32.1%
* Tmin final at 3.23 ns
* Synth flops at 41
* First-pass GRT wire length at 6670 um
* Via density at 4.28
* Final ANT Viol Nets at 0
* Setup Skew at 0.00340 ns
* Area delta synth->final at 3.02%
[worst max path at each step]
stage / start / to / slack (ns) / cells after the start
final: SW[0] / uut.LED_segment[5] / 1.37 / 10
after global routing: SW[0] / uut.LED_segment[5] / 1.10 / 10
after CTS: SW[0] / uut.LED_segment[5] / 1.38 / 10
[final cells by class]
type,count,area share (%)
flip-flops and latches,41,32.9
well taps,105,4.96
repair buffers,14,5.20
clock buffers,8,3.40
multi-input cells,219,51.8
inverters,12,1.70
[stage by stage]
step,instances,cell area (um2)
6_report,399,2650
2_1_floorplan,335,2760
5_1_grt,399,2650
3_3_place_gp,391,2560
4_1_cts,399,2650
3_5_place_dp,391,2560
[power by group]
| group | leakage [nW] | internal, W | switching [W] |
|---|---|---|---|
| Combinational | 0.666 | 0.0000134 | 0.0000146 |
| Clock | 0.0455 | 0.000122 | 0.000101 |
| Sequential | 0.365 | 0.000316 | 0.000000439 |
[layer usage]
layer  up-vias  share of wire (%)  track usage, %
met5         -                  0               0
met4         0               0.93            1.26
met3         5                4.7           0.980
met2        50                 42            13.3
met1       765                 52            15.2
li1        887                  -               -
[state kept, by name, indices dropped and copies added, names as in the netlist]
signal,cells
clk_ges.clk_o,1
uut.LED_segment,7
uuu.TC,1
uuu.BCD_out,4
clk_ges.counter,28
[cell usage in the layout, fill, tap and decap left out, types with 2 or more instances in the layout]
cell / n
mux2i_1: 3
o22a_1: 2
and3_1: 6
nor3_2: 2
a32oi_1: 2
nor3_1: 6
a21oi_1: 10
clkbuf_8: 6
conb_1: 51
clkbuf_1: 2
and3b_1: 2
nand2b_1: 2
ha_1: 8
nand4_1: 7
inv_1: 12
a221oi_1: 2
nor4b_1: 2
nor4_1: 2
a31oi_1: 3
nand2_1: 17
clkdlybuf4s50_1: 13
and4_1: 3
nor2_1: 23
dfrtp_1: 7
nand3_1: 10
xor2_1: 9
dfxtp_1: 32
xnor2_1: 18
nor2b_1: 2
o21ai_0: 3
[kinds of logic after synthesis]
group                    count (synthesis)  share of synthesized area, %
other                                    1                         0.146
multiplexers                             3                          1.17
XOR/XNOR                                27                          9.20
AND-OR/OR-AND                           37                          11.3
adder cells (fa/ha/maj)                  8                          3.89
flip-flops                              41                          33.9
AND/OR/NAND/NOR                         93                          20.4
buffers and inverters                   75                          20.0
Power figures rest on the tool's default switching activity, not on a simulated workload.
